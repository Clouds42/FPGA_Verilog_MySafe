`./design.v`:
```
module debounce (clk,rst,key,key_pulse);
	input clk; 
	input rst; 
	input key; 
	output key_pulse; 
	reg key_1st_pre; 
	reg key_1st_now; 
	wire key_edge; 
	always@(posedge clk or negedge rst)begin
		if(!rst)begin
			key_1st_pre <= 1'b1; 
			key_1st_now <= 1'b1;
		end
		else begin
			key_1st_now <= key; 
			key_1st_pre <= key_1st_now; 
		end
	end
	assign key_edge = key_1st_pre & (~key_1st_now); 
	reg [17:0] cnt; 
	always@(posedge clk or negedge rst)begin
		if(!rst)
			cnt <= 18'h0;
		else if(key_edge) 
			cnt <= 18'h0;
		else 
			cnt <= cnt + 1'h1;
	end
	reg key_2nd_pre; 
	reg key_2nd_now;
	always@(posedge clk or negedge rst)begin
		if(!rst)
			key_2nd_now <= 1'b1;
		else if(cnt==18'h3ffff) 
			key_2nd_now <= key; 
	end
	always@(posedge clk or negedge rst)begin
		if(!rst)
			key_2nd_pre <= 1'b1;
		else
			key_2nd_pre <= key_2nd_now;
	end
	assign key_pulse = key_2nd_pre & (~key_2nd_now); 
endmodule
module pwd(clk,rst,key_cfm,sw_pwd,led,sega,segb);
	input clk; 
	input rst; 
	input key_cfm; 
	input [3:0] sw_pwd; 
	output [1:0] led; 
	output [8:0] sega; 
	output [8:0] segb; 
	parameter password = 4'b1001; 
	reg [1:0] sgn; 
	reg [8:0] seg [3:0]; 
	reg [8:0] seg_data [1:0]; 
	reg [1:0] cnt; 
	reg lock; 
	wire cfm_dbs; 
	initial begin 
	seg[0] <= 9'h3f; 
	seg[1] <= 9'h06; 
	seg[2] <= 9'h5b; 
	seg[3] <= 9'h4f; 
	seg_data[0] <= 9'h3f; 
	seg_data[1] <= 9'h3f;
	cnt <= 2'b11; 
	end
	always @ (posedge clk or negedge rst) 
	begin
		if(!rst)begin 
			sgn <= 2'b11; 
			seg_data[0] <= seg[3]; 
			seg_data[1] <= seg[0]; 
			cnt <= 2'b11; 
			lock <= 1'b1; 
			end
		else if(cfm_dbs && lock)begin 
			if(sw_pwd == password)begin 
				sgn <= 2'b10; 
				seg_data[0] <= 9'h40; 
				seg_data[1] <= 9'h40; 
				lock <= 0; 
				end
			else if(cnt == 2'b11)begin
				sgn <= 2'b01; 
				seg_data[0] <= seg[2]; 
				cnt <= 2'b10; 
				end
			else if(cnt == 2'b10) begin
				sgn <= 2'b01; 
				seg_data[0] <= seg[1]; 
				cnt <= 2'b01; 
				end
			else if(cnt == 2'b01)begin
				sgn <= 2'b00; 
				seg_data[0] <= seg[0]; 
				lock <= 0; 
				end
			end
	end
	assign led = sgn; 
	assign sega = seg_data[0]; 
	assign segb = seg_data[1]; 
	debounce key_cfm_dbs ( 
		.clk (clk),
		.rst (rst),
		.key (key_cfm),
		.key_pulse (cfm_dbs));
endmodule
```
`./run.sh`:
```
#!/bin/bash
# OpenROAD 26Q1-2900-gdf79404cd8, Yosys 0.63+post, stock flow scripts
make -C /OpenROAD-flow-scripts/flow DESIGN_CONFIG=/design/flow/config.mk WORK_HOME=/design/flow/orfs finish
```
`./config.mk`:
```
export PLATFORM = sky130hd
export DESIGN_NAME = pwd
export DESIGN_NICKNAME = pwd
export VERILOG_FILES = /design/flow/design.v
export SDC_FILE = /design/flow/constraint.sdc
export NUM_CORES = 4
export LEC_CHECK = 1
export CORE_AREA = 10 10 99 99
export DIE_AREA = 0 0 109 109
```
`./constraint.sdc`:
```
current_design pwd

set clk_period 4.6
set clk_io_pct 0.2

create_clock -name clk0 -period $clk_period [get_ports {clk}]

set non_clock_inputs [all_inputs -no_clocks]
set_input_delay [expr $clk_period * $clk_io_pct] -clock clk0 $non_clock_inputs
set_output_delay [expr $clk_period * $clk_io_pct] -clock clk0 [all_outputs]
```
==> impl_metrics.py <==
# Flow results
metrics = {
    "final_timing": {
        "timing_max_transition_violations_final": 0,
        "setup_viol_count_final": 0,
        "timing.fmax_mhz": 442.5,
        "timing.slew.headroom": 0.4427,
        "layout_min_cycle_time_ns": 2.260,
        "timing_worst_slew_pin_value_ns": 0.8284,
        "fin_setup_tns_ns": 0,
        "period_used_share": 0.4913,
        "clock_skew_ns": 0.003994,
        "timing_hold_violations_final": 0,
        "rsz0062_at_grt": "false",
    },
    "critical_path": {
        "setup.worst_path.start_class": "register",
        "timing.setup.critical_path_class": "reg2out",
        "arrival_ns": 1.34,
        "timing.critical_path.slowest_cell_delay_ns": 0.58,
        "worst-path-max-fanout": 7,
        "timing.critical_path.required_ns": 3.68,
        "critical-path-top-delay-family": "flip-flops",
        "critical_path.cell_chain": "clkdlybuf4s50_1",
        "endpoint_kind": "output port",
        "critPathBufInv": 1,
        "critical-path-slowest-cell": "sky130_fd_sc_hd__dfstp_2",
    },
    "detailed_routing": {
        "finalWirelength_mm": 3.020,
        "dr_total_vias": 1123,
        "post_drt_wl_per_cell_um": 10.56,
        "drt_pass1_iterations": 4,
        "antenna_violating_nets_post_route": 0,
        "antenna_cells": 0,
        "number_of_vias_per_cell": 3.927,
        "drc": 0,
        "drtIter0Drc": 53,
    },
    "clock_tree": {
        "cts_max_path_buffers": 2,
        "cts-resized-gates": 0,
        "clock.latency.late_pin_ns": 0.27,
        "clockRootBuffer": "sky130_fd_sc_hd__clkbuf_8",
        "cts_tree": "yes",
        "worst_setup_hold_path_clk_slew_ns": 0.07,
        "cts.repair_timing.setup_buffer_count": 0,
        "cts.htree.levels": 2,
        "clock-sinks": 34,
        "cts_buffers": 5,
        "cts_hold_buffers": 0,
    },
    "yosys": {
        "ys_cells": 165,
        "post_synth_edffs": 0,
        "post_synth_inst_count": 165,
        "average_instance_area_after_synthesis_sq_um": 10.09,
        "ys.flop_type": "sky130_fd_sc_hd__dfrtp_1",
        "synth_cell_types": 39,
        "ys_warn_count": 5,
        "numSynthFlops": 34,
        "fraction_of_registers_with_async_set_or_reset_after_synthesis": 1.000,
        "yosys.stat.seqShare": 0.5211,
        "synth_chip_area_sq_um": 1664,
        "syn_area_sq_um": 1664,
    },
    "pwr": {
        "worst_supply_voltage_drop_on_vdd_v": 0.0001171,
        "power_report.internal_total_uw": 455.8,
        "cellLeakagePower_uw": 0.0008467,
        "power.switching_uw": 137.0,
        "power.sequential.fraction": 0.555,
        "power.share.combinational": 0.071,
        "pwr_density_cell_nw_per_um2": 293.5,
        "pwr-share-clk": 0.374,
        "switching_share": 0.2311,
    },
    "placed_design": {
        "io_buffers": 21,
        "place.gp.congestion": 0.7808,
        "place.detailed.hpwl_mm": 2.111,
    },
    "global_route": {
        "grt_start_max_net_pins": 35,
        "grtUsageTotal": 0.05346,
        "residual_overflow_from_global_routing": 0,
        "grt_first_pass_wirelength_mm": 5.319,
        "antenna_found_initial": 0,
        "via_count_of_the_first_global_routing_pass": 1154,
    },
    "floorplanning": {
        "design.portCount": 27,
        "core.rowCount": 32,
        "design.core.area_sq_um": 7727,
        "die_x_um": 109,
        "die_h_um": 109,
        "floorplan.die_area_sq_um": 11880,
        "core_util_floorplan": 0.2153,
    },
    "flow_run": {
        "log.warning_count": 28,
        "maxCapViolations": 0,
    },
    "final_layout": {
        "layout.core_utilization": 0.2613,
        "fillerInstances": 805,
        "area_growth_pct": 21.35,
        "final_layout_size_suffix_gt1_frac": 0.1522,
    },
    "status": {
        "run_status": "finished clean",
    },
    "hold_path": {
        "hp-class": "reg2reg",
    },
}
==> cell usage after synthesis, types with 4 or more instances <==
| library cell | number | area share |
|---|---|---|
| sky130_fd_sc_hd__xor2_1 | 4 | 0.021 |
| sky130_fd_sc_hd__inv_1 | 8 | 0.018 |
| sky130_fd_sc_hd__nand3_1 | 5 | 0.015 |
| sky130_fd_sc_hd__buf_4 | 11 | 0.050 |
| sky130_fd_sc_hd__dfstp_2 | 13 | 0.21 |
| sky130_fd_sc_hd__nand2_1 | 15 | 0.034 |
| sky130_fd_sc_hd__or3_1 | 4 | 0.015 |
| sky130_fd_sc_hd__ha_1 | 5 | 0.038 |
| sky130_fd_sc_hd__dfrtp_1 | 21 | 0.32 |
| sky130_fd_sc_hd__nor3_1 | 5 | 0.015 |
| sky130_fd_sc_hd__a21oi_1 | 11 | 0.033 |
| sky130_fd_sc_hd__o21ai_0 | 6 | 0.018 |
| sky130_fd_sc_hd__nor2_1 | 13 | 0.029 |
| sky130_fd_sc_hd__xnor2_1 | 5 | 0.026 |
==> metal layers <==
metal	vias to the layer above	share of wire	wire length (um)	GRT usage
met2	26	0.43	1300	0.08141
met5	-	0	0	0
met4	0	0.0089	27	0.007533
li1	575	-	-	-
met1	520	0.47	1423	0.07331
met3	2	0.089	269	0.01971
==> cell families (layout without fill, tap and decap cells) <==
logic type,Yosys count,in the layout,share of synthesized area
muxes,4,4,0.02481
buffers and inverters,23,39,0.07744
DFF,34,34,0.5211
xor gates and xnor gates,9,9,0.04737
AOI/OAI and AO/OA,25,25,0.09099
other,2,5,0.004513
and+or+nand+nor,63,63,0.1962
adders and majority gates,5,5,0.03759
==> area by class of cell <==
class / count / area (sq um) / share of cell area
repair buffers: 23 / 225.2 / 0.1115
flip-flops and latches: 34 / 867.1 / 0.4294
inverters: 8 / 30.03 / 0.01487
clock buffers: 8 / 90.09 / 0.04461
multi-input cells: 111 / 679.4 / 0.3364
well taps: 102 / 127.6 / 0.06320
==> registers in the layout (all words and copies together) (netlist names) <==
name                     flops
lock                         1
seg_data                     7
key_cfm_dbs.key_1st_now      1
key_cfm_dbs.key_1st_pre      1
key_cfm_dbs.key_2nd_pre      1
sgn                          2
key_cfm_dbs.cnt             18
key_cfm_dbs.key_2nd_now      1
cnt                          2
==> metrics by stage <==
stage	setup slack, ns	hold WS, ns	instance area, sq um	instances	total power (uW)
floorplan	2.726	0.3581	1675	168	359.4
global placement	2.322	0.3599	1929	278	376.8
global route	2.281	0.3846	2019	286	630.0
detailed placement	2.284	0.3684	1929	278	377.4
CTS	2.318	0.3779	2019	286	605.6
finish	2.340	0.3766	2019	286	592.8
==> layout by cell type, fill, tap and decap left out, types with 5 or more instances in the layout <==
master / netlist / layout
sky130_fd_sc_hd__conb_1: 2 / 5
sky130_fd_sc_hd__nand3_1: 5 / 5
sky130_fd_sc_hd__clkdlybuf4s50_1: 0 / 21
sky130_fd_sc_hd__nand2_1: 15 / 15
sky130_fd_sc_hd__ha_1: 5 / 5
sky130_fd_sc_hd__inv_1: 8 / 8
sky130_fd_sc_hd__xnor2_1: 5 / 5
sky130_fd_sc_hd__nor2_1: 13 / 13
sky130_fd_sc_hd__clkbuf_8: 0 / 6
sky130_fd_sc_hd__dfstp_2: 13 / 13
sky130_fd_sc_hd__o21ai_0: 6 / 6
sky130_fd_sc_hd__a21oi_1: 11 / 11
sky130_fd_sc_hd__nor3_1: 5 / 5
sky130_fd_sc_hd__dfrtp_1: 21 / 21
==> final timing paths <==
path	startpoint	end	slack [ns]	cells after the start
setup / recovery	seg_data[1][5]	segb[1]	2.34	1
max in group asynchronous	rst	seg_data[0][6]	3.21	2
setup reg to reg	key_cfm_dbs.cnt[0]	key_cfm_dbs.key_2nd_now	2.54	5
hold / removal	key_cfm_dbs.key_1st_now	key_cfm_dbs.key_1st_pre	0.38	0
min in group asynchronous	rst	key_cfm_dbs.cnt[5]	1.05	2
hold reg to reg	key_cfm_dbs.key_1st_now	key_cfm_dbs.key_1st_pre	0.38	0
==> power groups by stage <==
| stage | Combinational (uW) | Clock [uW] | Sequential (uW) |
|---|---|---|---|
| 4_1_cts | 43.8 | 233 | 329 |
| 5_1_grt | 49.5 | 248 | 332 |
| 6_report | 41.9 | 222 | 329 |
Power and IR drop assume default switching activity.
